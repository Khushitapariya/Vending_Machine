## ./run.sh

```bash
#!/bin/bash
# OpenROAD 26Q1-2900-gdf79404cd8, Yosys 0.63+post, stock flow scripts
make -C /OpenROAD-flow-scripts/flow DESIGN_CONFIG=/design/flow/config.mk WORK_HOME=/design/flow/orfs finish
```

## ./config.mk

```make
export PLATFORM = sky130hd
export DESIGN_NAME = VendingMachine
export DESIGN_NICKNAME = VendingMachine
export VERILOG_FILES = /design/flow/design.v
export SDC_FILE = /design/flow/constraint.sdc
export NUM_CORES = 4
export LEC_CHECK = 1
export CORE_AREA = 10 10 70 70
export DIE_AREA = 0 0 80 80
```

## ./constraint.sdc

```tcl
current_design VendingMachine

set clk_period 2.0
set clk_io_pct 0.2

create_clock -name clk0 -period $clk_period [get_ports {clk}]

set non_clock_inputs [all_inputs -no_clocks]
set_input_delay [expr $clk_period * $clk_io_pct] -clock clk0 $non_clock_inputs
set_output_delay [expr $clk_period * $clk_io_pct] -clock clk0 [all_outputs]
```

## ./design.v

```verilog
`timescale 1ns / 1ps
module VendingMachine(
    input clk,                     
    input rst,                     
    input [2:0] product_code,      
    input online_payment,          
    input start,                   
    input cancel,                  
    input [6:0] total_coin_value,  
    output reg [3:0] state,                
    output reg dispense_product,          
    output reg [6:0] return_change,       
    output reg [6:0] product_price        
);
localparam IDLE_STATE = 4'b0000;
localparam SELECT_PRODUCT_STATE = 4'b0001;
localparam PEN_SELECTION_STATE = 4'b0010;
localparam NOTEBOOK_SELECTION_STATE = 4'b0011;
localparam COKE_SELECTION_STATE = 4'b0100;
localparam LAYS_SELECTION_STATE = 4'b0101;
localparam WATER_BOTTLE_SELECTION_STATE = 4'b0110;
localparam DISPENSE_AND_RETURN_STATE = 4'b0111;
parameter WATER_BOTTLE_PRICE = 7'd20;
parameter LAYS_PRICE = 7'd35;
parameter COKE_PRICE = 7'd30;
parameter PEN_PRICE = 7'd15;
parameter NOTEBOOK_PRICE = 7'd50;
reg [3:0] current_state;
reg [3:0] next_state;
reg [6:0] product_price_reg;
reg [6:0] return_change_reg;
always @(posedge clk or posedge rst) begin
    if (rst) begin
        current_state <= IDLE_STATE;
        product_price_reg <= 0;
        return_change_reg <= 0;
    end else begin
        current_state <= next_state;
        product_price_reg <= product_price_reg;  
        return_change_reg <= return_change_reg;  
    end
end
always @(*) begin
    case (current_state)
        IDLE_STATE: begin
            if (start)
                next_state = SELECT_PRODUCT_STATE;
            else if (cancel)
                next_state = IDLE_STATE;
            else 
                next_state = IDLE_STATE;
        end    
        SELECT_PRODUCT_STATE: begin
            case (product_code)
                3'b000: begin
                    next_state = PEN_SELECTION_STATE;  
                    product_price_reg = PEN_PRICE;
                end
                3'b001: begin
                    next_state = NOTEBOOK_SELECTION_STATE;  
                    product_price_reg = NOTEBOOK_PRICE;
                end
                3'b010: begin
                    next_state = COKE_SELECTION_STATE;  
                    product_price_reg = COKE_PRICE;
                end
                3'b011: begin
                    next_state = LAYS_SELECTION_STATE;  
                    product_price_reg = LAYS_PRICE;
                end
                3'b100: begin
                    next_state = WATER_BOTTLE_SELECTION_STATE;  
                    product_price_reg = WATER_BOTTLE_PRICE;
                end
                default: begin
                    next_state = IDLE_STATE;  
                    product_price_reg = 0;
                end
            endcase
        end
        PEN_SELECTION_STATE, NOTEBOOK_SELECTION_STATE, COKE_SELECTION_STATE, LAYS_SELECTION_STATE, WATER_BOTTLE_SELECTION_STATE: begin
            if (cancel) begin 
                next_state = IDLE_STATE;
                return_change_reg = total_coin_value;
            end
            else if (total_coin_value >= product_price_reg)
                next_state = DISPENSE_AND_RETURN_STATE;
            else if (online_payment)
                next_state = DISPENSE_AND_RETURN_STATE;
            else
                next_state = current_state;  
        end
        DISPENSE_AND_RETURN_STATE: begin
            next_state = IDLE_STATE;
            if (online_payment)
                return_change_reg = 0;  
            else if (total_coin_value >= product_price_reg)
                return_change_reg = total_coin_value - product_price_reg;
        end
    endcase
end
always @(*) begin
    state = current_state;
    case (current_state)
        DISPENSE_AND_RETURN_STATE: begin
            dispense_product = 1;
            return_change = return_change_reg;
            product_price = product_price_reg;
        end
        default: begin
            dispense_product = 0;
            return_change = 0;
            product_price = 0;  
        end
    endcase
end
endmodule
```

==> results.sh <==
# source this file to load flow results
export IMPL_clockRootBuffer="clkbuf_4"
export IMPL_grt_usage_pct=2.23
export IMPL_rsz0062_at_grt="no"
export IMPL_tritoncts="yes"
export IMPL_ys_types=19
export IMPL_ys_cells=41
export IMPL_postCtsSetupBuffers=0
export IMPL_grt_pass1_vias=289
export IMPL_fp_util_pct=11.0
export IMPL_slowest_stage="clkdlybuf4s50_1"
export IMPL_period_minus_slack_ns=1.72
export IMPL_crit_required_ns=1.60
export IMPL_combGateArea_sq_um=183
export IMPL_final_max_slew_violation_count=0
export IMPL_grt_first_pass_wirelength_mm=1.19
export IMPL_synth_area_sq_um=374
export IMPL_dr_total_vias=267
export IMPL_fp_row_count=21
export IMPL_untimed_endpoints=6
export IMPL_yosys_area_sq_um=374
export IMPL_crit_fanout=7
export IMPL_die_h_um=80
export IMPL_unclocked_regs=3
export IMPL_synthCells=41
export IMPL_numSynthFlops=6
export IMPL_whs_ns=0.333
export IMPL_ys_warnings_count=29
export IMPL_n_antenna_cell=0
export IMPL_core_area_sq_mm=0.00342
export IMPL_die_width_um=80
export IMPL_max_freq_ghz=0.581
export IMPL_setup_viol=0
export IMPL_p_leak_nw=0.216
export IMPL_first_iter_violations=6
export IMPL_viasPerCell=2.67
export IMPL_postSynthAreaPerCell_sq_um=9.12
export IMPL_slowest_delay_ns=0.46
export IMPL_cap_violations=0
export IMPL_end_kind="primary output"
export IMPL_port_buffers=10
export IMPL_routed_wl_um=842
export IMPL_antenna_found_initial=0
export IMPL_clkTransAtPathRegs_ns=0.04
export IMPL_power_density_mw_per_mm2=391
export IMPL_clockBufferDepth=2
export IMPL_layout_top_cell="conb_1"
export IMPL_cts_hold_buf=0
export IMPL_finalClockPeriodUsage_pct=86.0
export IMPL_crit_type="reg2out"
export IMPL_cts_resized=0
export IMPL_startpoint_type="flop"
export IMPL_dieArea_sq_mm=0.00640
export IMPL_crit_chain="and3_2, clkdlybuf4s50_1"
export IMPL_regArea_sq_um=120
export IMPL_numCtsBuffers=3
export IMPL_grt_ovfl_total=0
export IMPL_fin_setup_tns_ns=0
export IMPL_wire_per_inst_um=8.42
export IMPL_warnings=33
export IMPL_firstDrtPassIters=4
export IMPL_io_pins=34
export IMPL_htree_num_levels=1
export IMPL_hold_viol_final=0
export IMPL_grt_start_max_net_pins=8
export IMPL_ir_drop_mv=0.0629
export IMPL_drc=0
export IMPL_area_growth_pct=33.1
export IMPL_layout_drive_gt1_share_pct=7.41
export IMPL_place_gp_congestion=0.636
export IMPL_arrival_ns=1.32
export IMPL_status="complete, no violations"
export IMPL_dp_hpwl_um=735
export IMPL_final_antenna_net_count=0
export IMPL_fill_cells=408
export IMPL_final_cell_mix="conb_1, clkdlybuf4s50_1"
export IMPL_hold_path_class="in2async"
[per-layer routing]
metal / share of wire (%) / global-route usage, %
met1: 45 / 3.08
met2: 45 / 3.13
met3: 9.7 / 0.568
met4: 0 / 1.06
met5: 0 / 0
[worst max-delay path: cells and delay by family, from the launching register on]
kind                   cells  cell delay (ns)
flip-flops                 1             0.42
buffers and inverters      1             0.46
AND/OR/NAND/NOR            1             0.21
[worst max-delay path by stage]
stage | from | endpoint | slack, ns | cells past startpoint
finish | current_state[2] | dispense_product | 0.28 | 2
global route | current_state[1] | dispense_product | 0.22 | 2
CTS | current_state[2] | dispense_product | 0.27 | 2
[state kept, by name, summed over array words and instances, names as in the netlist]
register,cells
current_state,3
next_state,3
[Yosys cell counts, drive strengths merged]
master / instances / area [sq um]
a31oi: 1 / 6.26
ha: 1 / 12.5
nor3b: 1 / 7.51
conb: 1 / 3.75
mux2i: 1 / 10.0
and3: 1 / 7.51
dlxtn: 3 / 45.0
a21oi: 1 / 5.00
dfrtp: 3 / 75.1
nand2b: 1 / 6.26
o21bai: 1 / 7.51
a31o: 1 / 8.76
or3b: 1 / 8.76
buf: 15 / 113
nor2: 2 / 7.51
inv: 3 / 11.3
a311o: 1 / 10.0
nand4bb: 2 / 22.5
nor2b: 1 / 6.26
[where the power goes]
part	switching (mW)	leakage (nW)	internal, mW
logic	0.00918	0.138	0.0158
registers	0.000860	0.0625	0.0631
clock network	0.0310	0.0150	0.0747
total	0.0410	0.216	0.154
[final cells by class]
class,instances,share of cell area [%]
clock buffer,4,5.28
tap,46,11.6
multi-input combinational,31,36.7
inverter,3,2.26
timing repair buffer,10,20.1
sequential,6,24.1
[logic make-up after synthesis]
family	after synthesis	share of synthesized area, %
muxes	1	2.68
buffers and inverters	18	33.1
adders and majority gates	1	3.34
other	1	1.00
AOI/OAI and AO/OA	5	10.0
DFF	3	20.1
and+or+nand+nor	9	17.7
latches	3	12.0
[through the flow]
| stage | utilization, % | cell area (sq um) | total power [mW] | instances | setup WS [ns] |
|---|---|---|---|---|---|
| final | 14.6 | 498 | 0.195 | 100 | 0.280 |
| after global routing | 14.6 | 498 | 0.207 | 100 | 0.221 |
| after CTS | 14.6 | 498 | 0.203 | 100 | 0.267 |
| after detailed placement | 13.8 | 472 | 0.0907 | 96 | 0.520 |
| after global placement | 13.8 | 472 | 0.0906 | 96 | 0.542 |
| after floorplan | - | 427 | 0.0928 | 55 | 1.03 |
Power is estimated from default activity; no workload was simulated.
